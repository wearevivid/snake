## ./design.v

```verilog
module seven_seg(
    input clk,
    input [7:0] score,
    output reg [6:0] seg,
    output reg [3:0] an
);
    wire [3:0] tens = (score / 10) % 10;
    wire [3:0] ones = score % 10;
    reg [15:0] refresh_counter = 0;
    always @(posedge clk)
        refresh_counter <= refresh_counter + 1;
    wire [1:0] scan_sel = refresh_counter[15:14];
    function [6:0] decode7seg;
        input [3:0] digit;
        case (digit)
            4'd0: decode7seg = 7'b1000000;
            4'd1: decode7seg = 7'b1111001;
            4'd2: decode7seg = 7'b0100100;
            4'd3: decode7seg = 7'b0110000;
            4'd4: decode7seg = 7'b0011001;
            4'd5: decode7seg = 7'b0010010;
            4'd6: decode7seg = 7'b0000010;
            4'd7: decode7seg = 7'b1111000;
            4'd8: decode7seg = 7'b0000000;
            4'd9: decode7seg = 7'b0010000;
            default: decode7seg = 7'b1111111;  
        endcase
    endfunction
    always @(*) begin
        case (scan_sel)
            2'b00: begin
                seg = decode7seg(ones);
                an = 4'b1110;  
            end
            2'b01: begin
                seg = decode7seg(tens);
                an = 4'b1101;  
            end
            default: begin
                seg = 7'b1111111;
                an = 4'b1111;
            end
        endcase
    end
endmodule
```

## ./run.sh

```bash
#!/bin/bash
# OpenROAD 26Q1-2900-gdf79404cd8, Yosys 0.63+post, stock flow scripts
make -C /OpenROAD-flow-scripts/flow DESIGN_CONFIG=/design/flow/config.mk WORK_HOME=/design/flow/orfs finish
```

## ./config.mk

```make
export PLATFORM = sky130hd
export DESIGN_NAME = seven_seg
export DESIGN_NICKNAME = seven_seg
export VERILOG_FILES = /design/flow/design.v
export SDC_FILE = /design/flow/constraint.sdc
export NUM_CORES = 4
export LEC_CHECK = 1
export CORE_AREA = 10 10 102 102
export DIE_AREA = 0 0 112 112
```

## ./constraint.sdc

```tcl
current_design seven_seg

set clk_period 9.6
set clk_io_pct 0.2

create_clock -name clk0 -period $clk_period [get_ports {clk}]

set non_clock_inputs [all_inputs -no_clocks]
set_input_delay [expr $clk_period * $clk_io_pct] -clock clk0 $non_clock_inputs
set_output_delay [expr $clk_period * $clk_io_pct] -clock clk0 [all_outputs]
```

==> metrics.cfg <==
[grt]
grt_first_pass_wirelength_mm=9.26
gr-usage-all-layers_pct=8.10
grt_antenna_before_repair=0
overflow=0
number_of_global_route_vias_before_repair=1959
grt_max_degree=16

[status]
status=complete, no violations

[power_and_ir_drop]
report.power.total_mw=0.298
vdd_drop_max_v=0.0000969
power.density_nw_per_um2=116
pwr-share-clk_pct=19.9
power.leakage_nw=1.02
power.share.switching_pct=40.7
comb_power_share_pct=57.8
power.switching_mw=0.121
power_frac_seq_pct=22.3
cell_internal_pwr_mw=0.177

[die]
area_of_the_chip_um2=12500
die_h_um=112
floorplan.rows=33
fp_util_pct=27.8
die_w_um=112
design.portCount=20
core_region_area_um2=8220

[synthesis]
synth_area_leader_cell=dfxtp_1
synth_stat.cells=291
avgSynthCellArea_um2=7.86
ys_top_logic_family=AND-OR/OR-AND gates
synthTopCellsByArea=dfxtp_1 14%, ha_1 9.9%, xnor2_1 5.7%
ys.warnings.count=1
synthFlopType=dfxtp_1
synth-xor-area-share_pct=7.22
chip_area_in_the_yosys_report_um2=2290
post_synth_instance_area_um2=2290
enable_flop_cells=0
synthArstFlopShare_pct=0
synth_sequential_area_ratio_pct=14.0
synth_flop_count=16
synth_compound_gate_area_share_pct=30.9
synthSimpleGateAreaFrac_pct=24.5
netlist.area_leader.share_pct=14.0
synthCells=291
synth.distinct_cells=78
ys_sh_adder_pct=10.8
synthMuxAreaShare_pct=2.63

[routing]
antennaDiodeCount=0
drt-wirelength-per-cell_um=12.5
vias_per_cell=5.16
postRouteWirelength_mm=5.11
route.vias.total=2102
drt_pass1_iterations=4
ant_nets=0
drc_errors=0
drt_iter0_markers=135

[critical_path]
startpoint=score[5]
max_stage_delay_ps=490
timing.critical_path.buf_inv=5
worstSetupPathType=input port to primary output
critical_path.startpoint_type=input port
cell_chain_critical_path=clkdlybuf4s50_1 > nor2_4 > inv_2 > ha_1 > nor2b_4 > o311ai_2 > or2_1 > or4_1 > a211o_1 > a211o_1 > o21bai_1 > xnor2_1 > inv_1 > ha_1 > inv_1 > nor4_1 > nor3_1 > o21ai_1 > o311a_1 > a211o_1 > clkdlybuf4s50_1
crit_slowest_cell=or4_1
ff2ff_setup_slack_ps=8080
worst_path_most_repeated_cell=a211o_1
timing.rr.start=refresh_counter[2]
critical_path.endpoint_type=primary output
cp.depth=21
worst_ep_arrival_time_ps=7130
critPathTopFamily=AND-OR/OR-AND gates
worstPathRequired_ps=7680
reg2reg_depth=6
timing.critical_path.fanout_max=12

[cells_and_area]
filler_cell_count=849
largest_reg_flops=16
layout-drive-gt1-share_pct=10.3
layout_top_cell=nand2_1
mostFrequentLayoutCells=24 x nand2_1, 19 x inv_1, 18 x ha_1
top_register=refresh_counter
top_regs=refresh_counter: 16 flops
synthToLayoutAreaGrowth_pct=12.3

[place]
place.port_buffers=17
gp_congestion=0.871
detailedPlace.worstSlack_ps=374
dp_hpwl_mm=3.94

[cts]
cts_buffers=3
clock_sinks=16
cts_buffer_depth=2
ctsRootBufferMaster=clkbuf_8
clkSlewWorstSetupHoldPaths_ps=60
cts_hold_repair.buffers=0
clock_tree_from_tritoncts=built
clock_insertion_delay_worst_skew_ps=250
htreeDepth=1

[final_timing]
worst-slew-pin-transition_ps=601
hold_viol=0
fin_tns_setup_ps=0
worst_clock_skew_ps=1.15
final.period_utilization_pct=94.2
fin_crit_ps=9050
timing.max_slew.rel_slack_pct=59.5
finalWorstSetupSlack_ps=555
rsz0062_at_grt=no
timing.final.max_slew_violations=0
timing_limited_maximum_frequency_mhz=111
setup-violations-final=0

[flow_run]
warnings=35
cap_viol_max_count=0

[worst_hold_path]
hold_path_startpoint=refresh_counter[0]
timing.hold.worst.class=flop to flop
min_delay_path_depth=1

## routing by layer
| layer | up-vias | global-route usage (%) | wire length [um] |
|---|---|---|---|
| met1 | 956 | 12.3 | 2730 |
| li1 | 1102 | - | - |
| met2 | 36 | 11.5 | 2020 |
| met5 | - | 0 | 0 |
| met3 | 8 | 1.95 | 280 |
| met4 | 0 | 1.02 | 71 |
## cells in the mapped netlist, drive strengths merged (7+ instances only)
master and n:
a21oi 13, nand2 25, ha 18, xnor2 16, inv 21, buf 11, nand3 7, nand4 7
nor2 18, dfxtp 16, o21ai 14, o211ai 7
## metrics by stage
stage                     area [um^2]  hold slack (ps)  std cells  util (%)
after detailed placement         2500              426        403      30.5
after floorplan                  2290              402        292         -
after CTS                        2560              442        407      31.2
after global routing             2570              471        407      31.2
final                            2570              437        407      31.2
after global placement           2500              427        403      30.5
## kinds of logic after synthesis
| kind of cell | count (synthesis) |
|---|---|
| and+or+nand+nor | 101 |
| AOI/OAI and AO/OA | 90 |
| buffers and inverters | 39 |
| adders and majority gates | 20 |
| xor gates and xnor gates | 18 |
| DFF | 16 |
| muxes | 6 |
| other | 1 |
## worst reg2reg max path: stages, from the launching register on
cell and delay, ps:
dfxtp_1 390, and3_1 190, and2_1 180, nand2_1 90
or2_2 320, nor2_1 130, xor2_1 150
## path summary, 6_finish.rpt
| check | to |
|---|---|
| worst max register to register | refresh_counter[12] |
| worst min-delay path | refresh_counter[0] |
| worst max-delay path | seg[0] |
| worst min register to register | refresh_counter[0] |
## power groups by stage
| stage | clock network, mW | logic, mW | registers (mW) |
|---|---|---|---|
| CTS | 0.0602 | 0.172 | 0.0664 |
| global route | 0.0629 | 0.195 | 0.0663 |
| finish | 0.0592 | 0.172 | 0.0664 |
## cell type report
cell class / count / area [um^2] / area share (%)
clock buffers: 4 / 55.1 / 2.14
inverters: 23 / 98.8 / 3.85
multi-input cells: 237 / 1750 / 68.2
flip-flops and latches: 16 / 320 / 12.5
well taps: 105 / 131 / 5.12
repair buffers: 22 / 210 / 8.19
## what timing repair did
item	CTS	global route
setup buffers	0	0
endpoints found under the setup margin	0	1
gates resized	0	2
Power is estimated from default activity; no workload was simulated.
