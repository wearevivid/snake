[/design/flow/design.v]
module vga_sync(
    input clk,
    output reg hsync,
    output reg vsync,
    output reg video_on,
    output reg [9:0] pixel_x,
    output reg [9:0] pixel_y
);
    localparam HD = 640;   
    localparam HF = 16;    
    localparam HS = 96;    
    localparam HB = 48;    
    localparam HT = HD + HF + HS + HB;  
    localparam VD = 480;   
    localparam VF = 10;    
    localparam VS = 2;     
    localparam VB = 33;    
    localparam VT = VD + VF + VS + VB;  
    reg [9:0] h_count = 0;
    reg [9:0] v_count = 0;
    always @(posedge clk) begin
        if (h_count == HT - 1) begin
            h_count <= 0;
            if (v_count == VT - 1)
                v_count <= 0;
            else
                v_count <= v_count + 1;
        end else begin
            h_count <= h_count + 1;
        end
    end
    always @(*) begin
        hsync = ~(h_count >= (HD + HF) && h_count < (HD + HF + HS));
        vsync = ~(v_count >= (VD + VF) && v_count < (VD + VF + VS));
    end
    always @(*) begin
        video_on = (h_count < HD && v_count < VD);
        pixel_x  = h_count;
        pixel_y  = v_count;
    end
endmodule
[/design/flow/run.sh]
#!/bin/bash
# OpenROAD 26Q1-2900-gdf79404cd8, Yosys 0.63+post, stock flow scripts
make -C /OpenROAD-flow-scripts/flow DESIGN_CONFIG=/design/flow/config.mk WORK_HOME=/design/flow/orfs finish
[/design/flow/config.mk]
export PLATFORM = sky130hd
export DESIGN_NAME = vga_sync
export DESIGN_NICKNAME = vga_sync
export VERILOG_FILES = /design/flow/design.v
export SDC_FILE = /design/flow/constraint.sdc
export NUM_CORES = 4
export LEC_CHECK = 1
export CORE_AREA = 10 10 108 108
export DIE_AREA = 0 0 118 118
[/design/flow/constraint.sdc]
current_design vga_sync

set clk_period 2.0
set clk_io_pct 0.2

create_clock -name clk0 -period $clk_period [get_ports {clk}]

set non_clock_inputs [all_inputs -no_clocks]
set_input_delay [expr $clk_period * $clk_io_pct] -clock clk0 $non_clock_inputs
set_output_delay [expr $clk_period * $clk_io_pct] -clock clk0 [all_outputs]
==> flow_summary.html <==
<!-- implementation run metrics -->
<table>
<tr><th>Metric</th><th>Value</th></tr>
<tr><th colspan="2">Outcome</th></tr>
<tr><td>Result of the run</td><td>completed</td></tr>
<tr><th colspan="2">Setup path</th></tr>
<tr><td>Origin of the critical flop-to-flop path</td><td>h_count[0]</td></tr>
<tr><td>Sequence of cells on the critical path</td><td>nand4_1, nand2_1, nor2_1, clkdlybuf4s50_1</td></tr>
<tr><td>Required time worst endpoint</td><td>1600 ps</td></tr>
<tr><td>Cell family with most CP delay</td><td>flip-flops</td></tr>
<tr><td>Count of buffer and inverter cells on the critical path</td><td>1</td></tr>
<tr><td>Crit-path max cell delay</td><td>480 ps</td></tr>
<tr><td>Minimum setup slack among reg-to-reg paths</td><td>290 ps</td></tr>
<tr><td>Cell type of the slowest stage on the worst timing path</td><td>sky130_fd_sc_hd__edfxtp_1</td></tr>
<tr><td>Signal arrival time at the worst endpoint</td><td>1530 ps</td></tr>
<tr><td>Worst reg2reg path endpoint</td><td>v_count[1]</td></tr>
<tr><td>Cells on worst reg2reg path</td><td>4</td></tr>
<tr><td>Setup crit start kind</td><td>flip-flop</td></tr>
<tr><td>Kind of capture point of the worst setup path</td><td>primary output</td></tr>
<tr><td>Setup CP Type</td><td>reg -&gt; out</td></tr>
<tr><td>Maximum net fanout on the critical path</td><td>6</td></tr>
<tr><th colspan="2">Synth</th></tr>
<tr><td>Cells in synth_stat.txt</td><td>102</td></tr>
<tr><td>Mapped cell area</td><td>1030 sq um</td></tr>
<tr><td>Mapped Cells</td><td>102</td></tr>
<tr><td>Share of the yosys chip area belonging to registers</td><td>48.5%</td></tr>
<tr><td>Post-synthesis sequential element count</td><td>20</td></tr>
<tr><td>Count of cell types in the netlist</td><td>28</td></tr>
<tr><td>Per-instance average area after synthesis</td><td>10.1 sq um</td></tr>
<tr><td>Count of synthesis-stage warnings from yosys</td><td>1</td></tr>
<tr><td>Yosys stat chip area</td><td>1030 sq um</td></tr>
<tr><th colspan="2">Hold path</th></tr>
<tr><td>Startpoint of the most critical hold path</td><td>h_count[0]</td></tr>
<tr><td>Worst min path class</td><td>reg -&gt; reg</td></tr>
<tr><td>Capture endpoint of the worst hold path</td><td>h_count[0]</td></tr>
<tr><td>Cells on Worst Hold Path</td><td>1</td></tr>
<tr><th colspan="2">STA</th></tr>
<tr><td>Timing-limited maximum frequency</td><td>0.518 GHz</td></tr>
<tr><td>Max-Slew Margin vs Limit</td><td>76.4%</td></tr>
<tr><td>Pin slew with the least headroom to its limit</td><td>350 ps</td></tr>
<tr><td>Max Clock Skew</td><td>0.807 ps</td></tr>
<tr><td>Final Max Slew Viols</td><td>0</td></tr>
<tr><td>RSZ-0062 raised after global routing</td><td>true</td></tr>
<tr><td>Final critical-path required period</td><td>1930 ps</td></tr>
<tr><td>Final-layout setup total negative slack</td><td>0 ps</td></tr>
<tr><td>Setup-violating endpoint count in the final report</td><td>0</td></tr>
<tr><td>Number of hold violations in the final report</td><td>0</td></tr>
<tr><td>Final worst-path cycle share</td><td>96.5%</td></tr>
<tr><th colspan="2">Power and ir drop</th></tr>
<tr><td>Comb pwr share</td><td>0%</td></tr>
<tr><td>Static leakage</td><td>0.601 nW</td></tr>
<tr><td>Sw Pwr</td><td>0.000127 W</td></tr>
<tr><td>Switching power share of the total</td><td>18.3%</td></tr>
<tr><td>Worst IR drop on VDD</td><td>0.222 mV</td></tr>
<tr><td>Clock group share of total power</td><td>38.7%</td></tr>
<tr><td>Sequential power share</td><td>61.3%</td></tr>
<tr><td>Internal power summed over all cells</td><td>0.000567 W</td></tr>
<tr><td>Pwr Density</td><td>453 nW/um^2</td></tr>
<tr><th colspan="2">Final layout</th></tr>
<tr><td>Area grow syn2layout</td><td>48.5%</td></tr>
<tr><td>Area of all placed cells without fillers</td><td>1530 sq um</td></tr>
<tr><td>Share of post-route cells with drive strength above 1</td><td>11.1%</td></tr>
<tr><td>Utilization after layout</td><td>16.5%</td></tr>
<tr><td>Post-Layout Cell Count</td><td>264</td></tr>
<tr><th colspan="2">Clock network</th></tr>
<tr><td>Worst-Skew Late Latency</td><td>250 ps</td></tr>
<tr><td>Clock-pin slew on the worst setup and hold paths</td><td>70 ps</td></tr>
<tr><td>Number of H-tree levels</td><td>1</td></tr>
<tr><td>Root Buffer</td><td>sky130_fd_sc_hd__clkbuf_8</td></tr>
<tr><td>Cts-stage hold buffer count</td><td>0</td></tr>
<tr><td>Clock tree from TritonCTS</td><td>yes</td></tr>
<tr><td>Clock sink total</td><td>20</td></tr>
<tr><td>Maximum number of buffers from clock root to sink</td><td>2</td></tr>
<tr><td>Clock buffers created by TritonCTS</td><td>3</td></tr>
<tr><th colspan="2">Global route</th></tr>
<tr><td>Layer with the highest usage</td><td>met2</td></tr>
<tr><td>Met3 routing resource usage after global routing</td><td>2.28%</td></tr>
<tr><td>Global-route total usage across every layer</td><td>3.44%</td></tr>
<tr><td>Global route total overflow</td><td>0</td></tr>
<tr><td>Met2 Resource Use GR</td><td>5.03%</td></tr>
<tr><td>First-pass GRT wire length</td><td>4020 um</td></tr>
<tr><td>M1 GR Usage</td><td>4.32%</td></tr>
<tr><td>Pin count of the biggest net entering global routing</td><td>12</td></tr>
<tr><td>Antenna violations before repair</td><td>0</td></tr>
<tr><td>Number of global-route vias before repair</td><td>764</td></tr>
<tr><th colspan="2">Drt</th></tr>
<tr><td>Post-detailed-route DRC marker count</td><td>0</td></tr>
<tr><td>Initial DRT Pass Iterations</td><td>4</td></tr>
<tr><td>Number of diodes</td><td>0</td></tr>
<tr><td>Iteration-0 DRC count of the detailed router</td><td>58</td></tr>
<tr><td>Via density</td><td>3.16</td></tr>
<tr><td>Detail Route Antenna Nets</td><td>0</td></tr>
<tr><td>Routed via count</td><td>835</td></tr>
<tr><td>Wire per inst</td><td>9.34 um</td></tr>
<tr><td>Wire length reported by the detailed router</td><td>2470 um</td></tr>
<tr><th colspan="2">Floorplan</th></tr>
<tr><td>Number of rows in the core area</td><td>35</td></tr>
<tr><td>Effective utilization at floorplan</td><td>11.1%</td></tr>
<tr><td>Top Ports</td><td>24</td></tr>
<tr><td>Area of the chip</td><td>13900 sq um</td></tr>
<tr><td>Die span in y</td><td>118 um</td></tr>
<tr><td>Die X-Extent</td><td>118 um</td></tr>
<tr><td>Core area</td><td>9280 sq um</td></tr>
<tr><th colspan="2">Run</th></tr>
<tr><td>Number of warnings in the stage logs</td><td>30</td></tr>
<tr><td>Max-Cap Viols</td><td>0</td></tr>
<tr><th colspan="2">Placed design</th></tr>
<tr><td>Count of port buffers added during placement</td><td>23</td></tr>
<tr><td>Count of placed standard cells including taps</td><td>257</td></tr>
<tr><td>Final GP Congestion</td><td>0.828</td></tr>
<tr><td>Final HPWL from detailed placement</td><td>1950 um</td></tr>
<tr><td>Dpl cell area</td><td>1460 sq um</td></tr>
</table>
## flip-flops by register name, indices dropped and copies added, names as in the netlist
name and flops:
h_count 10, v_count 10
## per-layer routing
layer	vias to the layer above	wire (um)
li1	431	-
met4	0	14
met5	-	0
met3	2	301
met2	22	1070
met1	380	1080
## worst reg2reg max path, stage by stage, from the launching register on
cell	delay (ps)
sky130_fd_sc_hd__dfxtp_1	430
sky130_fd_sc_hd__ha_1	230
sky130_fd_sc_hd__and4_1	310
sky130_fd_sc_hd__nor3b_2	230
sky130_fd_sc_hd__buf_4	220
## cell usage after synthesis
master,number,share of area [%]
sky130_fd_sc_hd__a21oi_1,4,1.9
sky130_fd_sc_hd__a31oi_1,1,0.61
sky130_fd_sc_hd__and3_1,4,2.4
sky130_fd_sc_hd__and4_1,1,0.85
sky130_fd_sc_hd__and4bb_2,1,1.2
sky130_fd_sc_hd__buf_2,2,0.97
sky130_fd_sc_hd__dfxtp_1,10,19
sky130_fd_sc_hd__edfxtp_1,10,29
sky130_fd_sc_hd__ha_1,5,6.1
sky130_fd_sc_hd__inv_1,4,1.5
sky130_fd_sc_hd__mux2i_1,1,0.97
sky130_fd_sc_hd__nand2_1,9,3.3
sky130_fd_sc_hd__nand3_1,7,3.4
sky130_fd_sc_hd__nand4_1,1,0.61
sky130_fd_sc_hd__nand4_2,1,1.2
sky130_fd_sc_hd__nand4bb_1,1,1.1
sky130_fd_sc_hd__nor2_1,9,3.3
sky130_fd_sc_hd__nor2b_1,3,1.8
sky130_fd_sc_hd__nor3_1,5,2.4
sky130_fd_sc_hd__nor3b_1,1,0.73
sky130_fd_sc_hd__nor4b_1,2,1.7
sky130_fd_sc_hd__o2111ai_1,1,0.85
sky130_fd_sc_hd__o21ai_0,2,0.97
sky130_fd_sc_hd__o31ai_1,2,1.5
sky130_fd_sc_hd__or3_1,1,0.61
sky130_fd_sc_hd__or4_1,2,1.5
sky130_fd_sc_hd__xnor2_1,5,4.2
sky130_fd_sc_hd__xor2_1,7,5.9
## repair_timing
action / 4_1_cts / 5_1_grt
endpoints found under the hold margin: 0 / 0
buffers inserted: 2 / 1
setup endpoints to repair: 1 / 2
pin swaps: 0 / 3
gates resized: 1 / 2
## power groups by stage
stage	sequential (W)	combinational [W]	clock (W)
after global routing	0.000425	0.000000000382	0.000301
after CTS	0.000426	0.000000000357	0.000277
final	0.000426	0.000000000382	0.000269
## cell type report
class,instances,area (sq um)
fill,1043,7750
multi-input combinational,76,518
sequential,20,500
timing repair buffer,31,293
tap,129,161
clock buffer,4,45.0
inverter,4,15.0
## worst max-delay path by stage
stage | from | end | slack (ps) | cells past startpoint
4_1_cts | v_count[9] | vsync | 9 | 3
5_1_grt | v_count[6] | video_on | -20 | 4
6_report | v_count[6] | video_on | 70 | 4
## metrics by stage
step	total power, W	hold WS, ps	setup slack, ps
global placement	0.000435	476	200
floorplan	0.000435	441	259
CTS	0.000702	509	8.82
global route	0.000726	548	-17.7
detailed placement	0.000435	493	208
finish	0.000694	502	69.0
## cells by family (layout without fill, tap and decap cells)
family / count (synthesis) / count (layout) / share of synthesized area, %
buffers and inverters: 6 / 39 / 2.42
AOI/OAI and AO/OA: 10 / 10 / 5.82
and+or+nand+nor: 48 / 48 / 26.1
muxes: 1 / 1 / 0.970
DFF: 20 / 20 / 48.5
xor gates and xnor gates: 12 / 12 / 10.2
adders and majority gates: 5 / 5 / 6.06
## cell usage in the layout, fill, tap and decap left out, types with 5 or more instances in the layout
cell type and count:
sky130_fd_sc_hd__nor3_1 5, sky130_fd_sc_hd__nor2_1 9, sky130_fd_sc_hd__nand3_1 7, sky130_fd_sc_hd__buf_4 8, sky130_fd_sc_hd__xnor2_1 5, sky130_fd_sc_hd__xor2_1 7, sky130_fd_sc_hd__ha_1 5, sky130_fd_sc_hd__clkdlybuf4s50_1 22
sky130_fd_sc_hd__edfxtp_1 10, sky130_fd_sc_hd__dfxtp_1 10, sky130_fd_sc_hd__nand2_1 9
Power figures rest on the tool's default switching activity, not on a simulated workload.
